[/design/flow/design.v]
`timescale 1ns / 1ps
module arithmetic_logic_unit1(
    input [31:0] operand1,
    input [31:0] operand2,
    input [3:0] alu_control,     
    output reg [31:0] alu_result,
    output zero_flag
);
   always @(*) begin
    case (alu_control)
        4'b0000: alu_result = operand1 + operand2;         
        4'b0001: alu_result = operand1 - operand2;         
        4'b0010: alu_result = operand1 & operand2;         
        4'b0011: alu_result = operand1 | operand2;         
        4'b0100: alu_result = operand1 ^ operand2;         
        4'b0101: alu_result = (operand1 < operand2) ? 1 : 0;  
        default: alu_result = 32'b0;
    endcase
end
    assign zero_flag = (alu_result == 0);
endmodule
`timescale 1ns / 1ps
module control_unit1(
    input  [6:0] opcode,
    input  [2:0] funct3,
    input  [6:0] funct7,
    output reg [3:0] alu_control,
    output reg       reg_write_enable
);
    always @(*) begin
        alu_control      = 4'b0000;
        reg_write_enable = 0;
        case (opcode)
            7'b0110011: begin
                reg_write_enable = 1;
                case (funct3)
                    3'b000: begin
                        if (funct7 == 7'b0100000)
                            alu_control = 4'b0001;  
                        else
                            alu_control = 4'b0000;  
                    end
                    3'b111: alu_control = 4'b0010;  
                    3'b110: alu_control = 4'b0011;  
                    3'b100: alu_control = 4'b0100;  
                    3'b010: alu_control = 4'b0101;  
                    default: alu_control = 4'b0000;
                endcase
            end
            7'b0010011: begin
                reg_write_enable = 1;
                case (funct3)
                    3'b000: alu_control = 4'b0000;  
                    3'b111: alu_control = 4'b0010;  
                    3'b110: alu_control = 4'b0011;  
                    3'b100: alu_control = 4'b0100;  
                    3'b010: alu_control = 4'b0101;  
                    default: alu_control = 4'b0000;  
                endcase
            end
            default: begin
                alu_control      = 4'b0000;
                reg_write_enable = 0;
            end
        endcase
    end
endmodule
`timescale 1ns / 1ps
module instruction_fetch_unit (
    input clk,
    input rst,
    output reg [31:0] pc
);
    always @(posedge clk or posedge rst) begin
        if (rst) begin
            pc <= 32'b0;        
        end else begin
                pc <= pc + 4;      
            end
        end
endmodule
`timescale 1ns / 1ps
module instruction_memory_unit1(
    input  [31:0] pc,
    output [31:0] ins_code
);
    reg [7:0] memory [0:39];
    initial begin
memory[0]  = 8'h93;   
memory[1]  = 8'h00;
memory[2]  = 8'h50;
memory[3]  = 8'h00;
memory[4]  = 8'h13;   
memory[5]  = 8'h61;
memory[6]  = 8'h76;
memory[7]  = 8'h00;
memory[8]  = 8'h93;   
memory[9]  = 8'h01;
memory[10] = 8'hA5;
memory[11] = 8'h00;
memory[12] = 8'h13;   
memory[13] = 8'hF2;
memory[14] = 8'hC6;
memory[15] = 8'h00;
memory[16] = 8'h93;   
memory[17] = 8'h02;
memory[18] = 8'hF0;
memory[19] = 8'h00;
memory[20] = 8'h33;   
memory[21] = 8'hA3;
memory[22] = 8'hA0;
memory[23] = 8'h00;
memory[24] = 8'hB3;   
memory[25] = 8'h03;
memory[26] = 8'hE1;
memory[27] = 8'h00;
memory[28] = 8'hB3;   
memory[29] = 8'h03;
memory[30] = 8'h12;
memory[31] = 8'h40;
memory[32] = 8'hB3;   
memory[33] = 8'h64;
memory[34] = 8'h51;
memory[35] = 8'h00;
memory[36] = 8'h33;   
memory[37] = 8'hC5;
memory[38] = 8'h41;
memory[39] = 8'h00;
    end
    assign ins_code = { memory[pc+3], memory[pc+2], memory[pc+1], memory[pc] };
endmodule
`timescale 1ns / 1ps
module register_file_unit1(
     input clk,                    
    input rst,                    
    input [4:0] rs1,              
    input [4:0] rs2,              
    input [4:0] rd,               
    input [31:0] write_data,      
    input reg_write_enable,       
    output [31:0] data_rs1,       
    output [31:0] data_rs2        
);
    reg [31:0] registers [0:31];
    integer i;
    always @(posedge clk or posedge rst) begin
        if (rst) begin
            for (i = 0; i < 32; i = i + 1) begin
                registers[i] <= i;  
            end
        end else begin
            if (reg_write_enable && (rd != 0)) begin
                registers[rd] <= write_data;   
            end
        end
    end
    assign data_rs1 = (rs1 == 0) ? 32'b0 : registers[rs1];
    assign data_rs2 = (rs2 == 0) ? 32'b0 : registers[rs2];
endmodule
`timescale 1ns / 1ps
module top_module(
    input clk,
    input rst,
    output [31:0] pc_out,
    output [31:0] ins_out,
    output [31:0] alu_result_out
);
    wire [31:0] pc;
    wire [31:0] ins_code;
    wire [31:0] data_rs1, data_rs2;
    wire [3:0]  alu_control;
    wire        reg_write_enable;
    wire [31:0] alu_out;
    wire        zero_flag;
    reg  [63:0] pipeline_IF_ID;    
    reg  [73:0] pipeline_ID_EX;    
    reg [37:0] pipeline_EX_MEM;   
    reg  [37:0] pipeline_MEM_WB;   
    wire [31:0] IF_ID_pc   = pipeline_IF_ID[63:32];
    wire [31:0] IF_ID_ins  = pipeline_IF_ID[31:0];
    wire [6:0]  opcode = IF_ID_ins[6:0];
    wire [4:0]  rd     = IF_ID_ins[11:7];
    wire [2:0]  funct3 = IF_ID_ins[14:12];
    wire [4:0]  rs1    = IF_ID_ins[19:15];
    wire [4:0]  rs2    = IF_ID_ins[24:20];
    wire [6:0]  funct7 = IF_ID_ins[31:25];
    wire [31:0] imm_i = {{20{IF_ID_ins[31]}}, IF_ID_ins[31:20]};
    wire [31:0] ID_EX_op1  = pipeline_ID_EX[73:42];
    wire [31:0] ID_EX_op2  = pipeline_ID_EX[41:10];
    wire [4:0]  ID_EX_rd   = pipeline_ID_EX[9:5];
    wire [3:0]  ID_EX_ctrl = pipeline_ID_EX[4:1];
    wire        ID_EX_we   = pipeline_ID_EX[0];
    wire [31:0] EX_MEM_alu_out = pipeline_EX_MEM[37:6];
    wire [4:0]  EX_MEM_rd      = pipeline_EX_MEM[5:1];
    wire        EX_MEM_we      = pipeline_EX_MEM[0];
    wire [31:0] MEM_WB_wb_data = pipeline_MEM_WB[37:6];
    wire [4:0]  MEM_WB_rd      = pipeline_MEM_WB[5:1];
    wire        MEM_WB_we      = pipeline_MEM_WB[0];
    instruction_fetch_unit ifu(
        clk,
        rst,
        pc
    );
    instruction_memory_unit1 imu(
        pc,
        ins_code
    );
    register_file_unit1 rfu(
        clk,
        rst,
        rs1,
        rs2,
        MEM_WB_rd,
        MEM_WB_wb_data,
        MEM_WB_we,
        data_rs1,
        data_rs2
    );
    control_unit1 cu( 
        opcode,
        funct3,
        funct7,
        alu_control,
        reg_write_enable
    );
    arithmetic_logic_unit1 alu (
        ID_EX_op1,
        ID_EX_op2,
        ID_EX_ctrl,
        alu_out,
        zero_flag
    );
    always @(posedge clk or posedge rst) begin
        if (rst) begin
            pipeline_IF_ID  <= 64'd0;
            pipeline_ID_EX  <= 74'd0;
            pipeline_EX_MEM <= 38'd0;
            pipeline_MEM_WB <= 38'd0;
        end else begin
            pipeline_IF_ID <= { pc, ins_code };
            pipeline_ID_EX <= { data_rs1,
                                (opcode == 7'b0010011) ? imm_i : data_rs2,
                                rd,
                                alu_control,
                                reg_write_enable };
            pipeline_EX_MEM <= { alu_out, ID_EX_rd, ID_EX_we };
            pipeline_MEM_WB <= { EX_MEM_alu_out, EX_MEM_rd, EX_MEM_we };
        end
    end
    assign pc_out         = pc;
    assign ins_out        = ins_code;
    assign alu_result_out = alu_out;
endmodule
[/design/flow/run.sh]
#!/bin/bash
# OpenROAD 26Q1-2900-gdf79404cd8, Yosys 0.63+post, stock flow scripts
make -C /OpenROAD-flow-scripts/flow DESIGN_CONFIG=/design/flow/config.mk WORK_HOME=/design/flow/orfs finish
[/design/flow/config.mk]
export PLATFORM = sky130hd
export DESIGN_NAME = top_module
export DESIGN_NICKNAME = top_module
export VERILOG_FILES = /design/flow/design.v
export SDC_FILE = /design/flow/constraint.sdc
export NUM_CORES = 4
export LEC_CHECK = 1
export CORE_UTILIZATION = 40
[/design/flow/constraint.sdc]
current_design top_module

set clk_period 16.5
set clk_io_pct 0.2

create_clock -name clk0 -period $clk_period [get_ports {clk}]

set non_clock_inputs [all_inputs -no_clocks]
set_input_delay [expr $clk_period * $clk_io_pct] -clock clk0 $non_clock_inputs
set_output_delay [expr $clk_period * $clk_io_pct] -clock clk0 [all_outputs]
==> Slide: Implementation Results <==
Key Metrics from the Run

Floorplan
  • Site Rows: 107
  • Core Util at FP: 0.406
  • Die Area: 87900 sq um
  • Chip Width: 296 microns
  • Core footprint: 85500 sq um
  • Total I/O pin count: 98
  • Die height: 296 microns

Placement
  • GPL Wtd Cong: 0.985
  • IO buf count: 80
  • Post-DP HPWL: 78600 microns

STA
  • Final period utilization: 0.469
  • Final min period: 7740 ps
  • Setup TNS: 0 ps
  • RSZ-0062 raised after global routing: false
  • Final Hold Fails: 0
  • Max-slew violation count: 0
  • Max Clock Freq: 129 MHz
  • Clock Skew: 21.7 ps
  • Rel. slew slack: 0.323
  • Final setup vio count: 0
  • Worst Max-Slew Pin Slew: 1010 ps

Setup path
  • Worst Path Max Fanout: 4
  • Crit path max-delay family: AND-OR/OR-AND gates
  • Data required time of the worst path: 13200 ps
  • WP data arrival: 4440 ps
  • Crit. End Element: primary output
  • Critical path type: reg -> out
  • Buf/Inv on CP: 2
  • Crit-path cells: ha_1 -> inv_1 -> fa_1 -> nand2b_1 -> a21oi_2 -> and4b_1 -> o21ai_2 -> o21ai_2 -> a211oi_1 -> a21boi_1 -> mux2_4 -> o221ai_2 -> clkdlybuf4s50_1
  • CP max stage delay: 500 ps
  • CP most frequent cell: o21ai_2
  • Slowest cell on the critical path: clkdlybuf4s50_1
  • Critical Path Start Type: flop

Global route
  • Largest net degree at the start of global routing: 63
  • Vias in the first global route: 28200
  • GR Util met2: 0.438
  • First-pass GRT wire length: 190000 microns
  • GR Util All Layers: 0.309
  • Met3 Resource Use GR: 0.153
  • Antenna violations before repair: 6
  • GRT Residual Overflow: 0
  • GR Util met1: 0.403
  • Layer with the highest usage: met2

Synthesis
  • Most common flop cell mapped by yosys: dfrtp_1
  • YS chip area: 34700 sq um
  • Sequential fraction of the synthesis area: 0.487
  • Synth area leader: dfrtp_1
  • EDFF count, synth: 0
  • Synthesized instance count: 3048
  • Syn_area_per_cell: 11.4 sq um
  • Post-synth ARST share: 1.00
  • Yosys warnings: 7
  • Post-synth regs: 674
  • Cells in synth_stat.txt: 3048
  • Most frequent cells after synthesis: dfrtp_1 (642), mux2_2 (481), a22oi_1 (237)
  • Synthesized area: 34700 sq um
  • Cell Type Count: 97
  • Most frequent cell after synthesis: dfrtp_1
  • Top cells, area: dfrtp_1 (46%), mux2_2 (16%), a22oi_1 (5.1%)
  • Synth top area share: 0.463

Clocking
  • TritonCTS Buffers: 73
  • Post-CTS Setup Repair Bufs: 0
  • Clk buf depth: 3
  • CTS clk-pin slew, worst paths: 60 ps
  • TritonCTS clock tree: done
  • H-tree Lvls: 3
  • CTS sink cnt: 674
  • Root Buffer: clkbuf_16
  • PostCTS Resize Cnt: 0
  • Latency at later pin: 630 ps
  • # hold bufs at CTS: 0

Power
  • Final Power: 0.00399 W
  • Power per standard cell area: 102 nW/um^2
  • P_leak: 17.2 nW
  • Maximum VDD drop: 0.0671 mV

Run
  • Log Warnings: 114
  • MaxCap Viol Count: 0

Cells and area
  • Area growth, synth to finish: 13.3%
  • Share of layout cells above drive strength 1: 0.266

Routing
  • Remaining DRCs: 0
  • Via density: 6.55
  • DRT Wirelength: 130000 microns
  • Via count: 27800
  • Number of routed nets with antenna violations: 0
  • DR WL/cell: 30.6 microns
  • TritonRoute pass-1 iters: 11
  • First DRT Iteration DRCs: 2891

Min path
  • Path type of the worst min-delay path: reg -> reg

Run status
  • Outcome: completed
where the power goes:
part / leakage, nW / total (W) / switching (W) / internal [W]
Sequential: 8.94 / 0.00189 / 0.000143 / 0.00175
Clock: 1.19 / 0.00168 / 0.000694 / 0.000985
Combinational: 7.04 / 0.000420 / 0.000240 / 0.000180
layer usage:
metal	wire [microns]	part of all wire
met1	48500	0.37
met2	55400	0.43
met3	17900	0.14
met4	7720	0.060
met5	304	0.0023
logic make-up (layout without fill, tap and decap cells):
kind of cell / count (synthesis) / after routing / share of synthesized area
other cells: 2 / 20 / 0.000216
simple gates: 469 / 469 / 0.0694
buf+inv: 370 / 405 / 0.0426
fa+ha+maj: 124 / 124 / 0.0452
xor+xnor: 41 / 41 / 0.0104
compound gates: 882 / 882 / 0.187
mux: 486 / 486 / 0.158
flops: 674 / 674 / 0.487
cell type report:
cell class / instances / area [sq um]
Clock buffer: 105 / 2100
Fill cell: 7422 / 46200
Tap cell: 1144 / 1430
Multi-Input combinational cell: 2020 / 16600
Clock inverter: 25 / 343
Sequential cell: 674 / 16900
Antenna cell: 2 / 5.00
Timing Repair Buffer: 169 / 1470
Inverter: 106 / 402
through the flow:
stage | setup WS [ps] | util | area [sq um] | std cells | hold slack (ps)
after floorplan | 4010 | - | 34800 | 3064 | 331
after global placement | 9480 | 0.431 | 36900 | 4113 | 332
after detailed placement | 9410 | 0.431 | 36900 | 4113 | 335
after CTS | 8750 | 0.459 | 39300 | 4243 | 347
after global routing | 8490 | 0.459 | 39300 | 4243 | 348
final | 8760 | 0.459 | 39300 | 4245 | 344
sequential cells by signal, summed over array words and instances (netlist names):
register	flops
rfu.registers	480
pipeline_ID_EX	72
pipeline_EX_MEM	37
pipeline_MEM_WB	37
ifu.pc	30
pipeline_IF_ID	18
final timing paths:
kind / start / end / slack, ps / cells past startpoint
max in group asynchronous: rst / pipeline_ID_EX[66] / 10260 / 6
min: pipeline_EX_MEM[23] / pipeline_MEM_WB[23] / 340 / 0
max: pipeline_ID_EX[10] / alu_result_out[26] / 8760 / 13
min in group asynchronous: rst / rfu.registers[1][4] / 3120 / 2
min reg2reg: pipeline_EX_MEM[23] / pipeline_MEM_WB[23] / 340 / 0
max reg2reg: pipeline_IF_ID[15] / pipeline_ID_EX[42] / 12930 / 6
placed cells by master (no fill, tap or decap), types with 47 or more instances in the layout:
master           count
buf_4               89
ha_1               122
a31oi_1             50
mux2_2             481
a22o_1              47
a221oi_1            48
o21ai_0             50
a222oi_1            64
clkdlybuf4s50_1     80
nor2_1              92
clkbuf_16           74
nand3_1             50
inv_1              101
a21oi_1            194
nand2_1             95
dfrtp_1            640
a22oi_1            237
worst register-to-register path, cell delays in order (launching register included):
cell	delay [ps]
dfrtp_2	590
nand2b_1	410
nor3_2	650
buf_4	660
a22oi_1	200
and4_1	230
a31oi_1	650
No activity file was given, so power comes from the tool's default toggle rates.
